==> design.v <==
interface multiplier_interface;
  logic [2:0]ai,bi;
  logic[5:0]yi;
endinterface
module multiplier_design(input [2:0]a,b,output reg [5:0]y);
  always@(*)
    begin
      y=a*b;
    end
endmodule
module tb;
  multiplier_interface inf();
  multiplier_design dut(.a(inf.ai),.b(inf.bi),.y(inf.yi));
  initial
    begin
      repeat(10)
        begin
          inf.ai=$urandom;
          inf.bi=$urandom;
          $strobe("a=%0d b=%0d y=%0d",inf.ai,inf.bi,inf.yi);
          #19;
        end
    end
  initial
    begin
      $dumpfile("dump.vcd");
      $dumpvars;
    end
endmodule
==> run.sh <==
#!/bin/bash
# OpenROAD 26Q1-2900-gdf79404cd8, Yosys 0.63+post, stock flow scripts
make -C /OpenROAD-flow-scripts/flow DESIGN_CONFIG=/design/flow/config.mk WORK_HOME=/design/flow/orfs finish
==> config.mk <==
export PLATFORM = sky130hd
export DESIGN_NAME = multiplier_design
export DESIGN_NICKNAME = multiplier_design
export VERILOG_FILES = /design/flow/design.v
export SDC_FILE = /design/flow/constraint.sdc
export NUM_CORES = 4
export LEC_CHECK = 1
export CORE_AREA = 10 10 70 70
export DIE_AREA = 0 0 80 80
==> constraint.sdc <==
current_design multiplier_design

set clk_period 4.6
set clk_io_pct 0.2

create_clock -name clk0 -period $clk_period

set non_clock_inputs [all_inputs -no_clocks]
set_input_delay [expr $clk_period * $clk_io_pct] -clock clk0 $non_clock_inputs
set_output_delay [expr $clk_period * $clk_io_pct] -clock clk0 [all_outputs]
==> reports/metrics.yaml <==
path_buffers: 3
final_cells: 82
antenna_found_initial: 0
via_per_inst: 2.305
netlist_area_um2: 196.4
crit_path_start_kind: "input pin"
setup.worst_path.end_class: "output port"
core_area_mm2: 0.003416
worstMarginPinSlew_ps: 146.9
placedCellCount: 82
place_ws_ps: 287.4
clockBufferCount: 0
hold_viol: 0
crit_required_ps: 3680
fin_util_pct: 10.95
fp-utilization_pct: 5.751
yosysWarningCount: 1
yosysUniqueCellTypes: 8
num-fill-cells: 422
io_buffers: 12
finalSetupViolations: 0
dieArea_mm2: 0.006400
area_growth_pct: 90.45
grt_max_degree: 4
cpLargestDelayFamily: "adder cells"
first_pass_iters: 1
outcome: "completed"
ioPinCount: 12
drive_gt1_share_pct: 0
post_cts_resized: 0
diodes: 0
post_cts_buffers: 0
yosysSeqAreaShare_pct: 0
fmax_ghz: 0.2334
die_w_um: 80
wl_per_cell_um: 7.049
fp-row-count: 21
ys_cells: 24
yosys_area_um2: 196.4
p_per_area_mw_per_mm2: 82.41
critPathArrivalTime_ps: 3360
seq_cells: 0
die_h_um: 80
slowest_delay_ps: 540
seq_area_um2: 0
rsz0062_at_grt: "false"
antenna_left: 0
place_congestion: 0.7245
drv_slew: 0
slew_headroom_pct: 90.14
syn_avg_cell_area_um2: 8.185
drt-total-wl_um: 578
grt-ovfl-total: 0
crit_fanout: 3
cp_slowest_cell: "fa_1"
cts_hold_buf: 0
dp_hpwl_um: 563.8
fin_setup_tns_ps: 0
synth_cells: 24
p_leak_uw: 0.0001542
routed-via-count: 189
hold_ws_ps: 2816
route.detailed.drc: 0
finalClockPeriodUsage_pct: 93.13
crit_chain: "clkdlybuf4s50_1 -> and2_1 -> fa_1 -> ha_1 -> inv_1 -> fa_1 -> xnor2_1 -> clkdlybuf4s50_1"
grt_pass1_vias: 212
period_needed_ps: 4284
grt_pass1_wl_um: 959
tool_warnings: 32
ir_worst_vdd_uv: 30.25
drt-initial-drc-count: 0
logic_area_um2: 181.4
hp-class: "input pin to output port"
maxCapViolations: 0
grt_util_all_layers_pct: 1.782
critPathKind: "input pin to output port"
fin_ws_ps: 316.0
==> Yosys cell counts <==
master | instances | area (µm²)
inv_1 | 4 | 15.01
and2_1 | 9 | 56.30
a21oi_1 | 1 | 5.000
nand2_1 | 1 | 3.750
nand3_1 | 1 | 5.000
ha_1 | 5 | 62.56
fa_1 | 2 | 40.04
xnor2_1 | 1 | 8.760
==> power breakdown <==
part           switching [µW]  internal (µW)  leakage [µW]
Combinational            10.2           20.7      0.000154
Clock                       0              0             0
Sequential                  0              0             0
Total                    10.2           20.7      0.000154
==> worst paths after layout <==
| check | start | to | slack, ps | cells past startpoint |
|---|---|---|---|---|
| min | a[0] | y[0] | 2820 | 3 |
| max | a[0] | y[4] | 320 | 8 |
==> metal layers <==
layer	up-vias	global-route usage, %	part of all wire [%]
li1	100	-	-
met3	0	0.5682	9.2
met4	0	0	0
met1	78	2.722	60
met5	-	0	0
met2	11	2.488	31
==> final cells by class <==
cell class	instances	area share [%]
Inverter	4	4.013
Timing Repair Buffer	12	32.11
Tap cell	46	15.38
Multi-Input combinational cell	20	48.49
==> kinds of logic after synthesis <==
group | share of synthesized area (%)
fa+ha+maj | 52.23
compound gates | 2.545
buf+inv | 7.641
simple gates | 33.11
xor+xnor | 4.459
==> layout by cell type, fill, tap and decap left out <==
cell type	n
ha_1	5
clkdlybuf4s50_1	12
fa_1	2
nand2_1	1
xnor2_1	1
a21oi_1	1
nand3_1	1
and2_1	9
inv_1	4
==> per-stage QoR <==
stage | area (µm²) | total power [µW]
2_1_floorplan | 196.4 | 9.941
3_3_place_gp | 374.1 | 30.98
3_5_place_dp | 374.1 | 31.62
4_1_cts | 374.1 | 31.97
5_1_grt | 374.1 | 35.43
6_report | 374.1 | 30.83
Power and IR drop assume default switching activity.
